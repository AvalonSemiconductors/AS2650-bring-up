==> flow/config.mk <==
export PLATFORM = sky130hd
export DESIGN_NAME = gf180_ram_512x8_wrapper_as2650
export DESIGN_NICKNAME = gf180_ram_512x8_wrapper_as2650
export VERILOG_FILES = /design/flow/design.v
export SDC_FILE = /design/flow/constraint.sdc
export NUM_CORES = 4
export LEC_CHECK = 1
export CORE_UTILIZATION = 50
==> flow/constraint.sdc <==
current_design gf180_ram_512x8_wrapper_as2650

set clk_period 41.7
set clk_io_pct 0.2

create_clock -name clk0 -period $clk_period [get_ports {CLK}]

set non_clock_inputs [all_inputs -no_clocks]
set_input_delay [expr $clk_period * $clk_io_pct] -clock clk0 $non_clock_inputs
set_output_delay [expr $clk_period * $clk_io_pct] -clock clk0 [all_outputs]
==> flow/design.v <==
`default_nettype none
module gf180_ram_512x8_wrapper_as2650 (
	input CLK,
	input CEN,
	input GWEN,
	input [7:0] WEN,
	input [8:0] A,
	input [7:0] D,
	output [7:0] Q
);
gf180mcu_fd_ip_sram__sram512x8m8wm1 sram512x8 (
    .CLK    (CLK),
    .CEN    (CEN),
    .GWEN   (GWEN),
    .WEN    (WEN),
    .A      (A),
    .D      (D),
    .Q      (Q),
	.VDD(),
	.VSS()
);
endmodule
module gf180mcu_fd_ip_sram__sram512x8m8wm1 (
	input CLK,
	input CEN,
	input GWEN,
	input [7:0] WEN,
	input [8:0] A,
	input [7:0] D,
	output reg [7:0] Q,
	inout VDD,
	inout VSS
);
reg [7:0] memory [511:0];
always @(posedge CLK) begin
	if(!CEN) begin
		if(!GWEN) begin
			memory[A] <= (D & (~WEN)) | (memory[A] & WEN);
		end
		Q <= memory[A];
	end
end
endmodule
==> flow/run.sh <==
#!/bin/bash
# OpenROAD 26Q1-2900-gdf79404cd8, Yosys 0.63+post, stock flow scripts
make -C /OpenROAD-flow-scripts/flow DESIGN_CONFIG=/design/flow/config.mk WORK_HOME=/design/flow/orfs finish
==> results.sh <==
# yosys + openroad results
export IMPL_antenna_found_initial=15
export IMPL_skew_ns=0.07815
export IMPL_cts_buffer_depth=4
export IMPL_wl_per_cell_um=36.18
export IMPL_drtIter0Drc=5784
export IMPL_grt_pass1_wl_mm=644.1
export IMPL_grt_pass1_vias=87240
export IMPL_critical_path_class="primary input to flop"
export IMPL_routed_via_count=79750
export IMPL_drcViolationCount=0
export IMPL_edf_count=4104
export IMPL_pwr_share_comb_pct=5.8
export IMPL_tightestPinTransition_ns=1.460
export IMPL_cp_required_ns=42.31
export IMPL_clkLatencyLatePin_ns=0.99
export IMPL_end_kind="flop"
export IMPL_cp_max_fo=75
export IMPL_root_buffer="clkbuf_16"
export IMPL_clk_pin_slew_worst_paths_ns=0.06
export IMPL_setup_violations=0
export IMPL_cts_sinks=4104
export IMPL_peakVddDrop_mv=0.03903
export IMPL_area_delta_synth_final_pct=12.92
export IMPL_fp_util_pct=50.43
export IMPL_wirelength_mm=453.5
export IMPL_die_height_um=566.6
export IMPL_ys_seq_share_pct=77.33
export IMPL_timing_final_crit_share_pct=37.66
export IMPL_io_buffers=35
export IMPL_finalMaxSlewViolations=0
export IMPL_ant_nets=0
export IMPL_die_w_um=566.6
export IMPL_vias_per_cell=6.363
export IMPL_cts_made_buffers=416
export IMPL_place_area_sq_um=166400
export IMPL_grt_remaining_overflow=0
export IMPL_ys_warnings_count=1
export IMPL_chipArea_sq_um=321000
export IMPL_critPathLaunchType="primary input"
export IMPL_grt_usage_pct=32.48
export IMPL_crit_arrival_ns=16.32
export IMPL_fmax_ghz=0.06367
export IMPL_drive_gt1_share_pct=25.40
export IMPL_slew_headroom_pct=1.795
export IMPL_internal_power_mw=6.896
export IMPL_maxCapViolations=0
export IMPL_syn_area_sq_um=159400
export IMPL_htree_levels=5
export IMPL_drt_pass1_iterations=8
export IMPL_netSwitchingFraction_pct=21.89
export IMPL_ys_types=71
export IMPL_tool_warnings=46
export IMPL_hold_viol_final=0
export IMPL_cts_hold_buf=0
export IMPL_lay_top_count="edfxtp_1"
export IMPL_yosys_cells=7571
export IMPL_coreArea_sq_um=316000
export IMPL_power_density_nw_per_um2=49.06
export IMPL_ff_type="edfxtp_1"
export IMPL_ys_area_sq_um=159400
export IMPL_outcome="finished, final reports clean"
export IMPL_io_pins=36
export IMPL_std_cell_rows=206
export IMPL_layout_min_cycle_time_ns=15.70
export IMPL_cts_tree="yes"
export IMPL_ctsResizeCount=0
export IMPL_netlist_instances=7571
export IMPL_clkPwrFrac_pct=41.5
export IMPL_nFillCells=22620
export IMPL_async_flop_share_pct=0
export IMPL_cts_setup_buffers=0
export IMPL_stdcell_area_sq_um=180000
export IMPL_static_leakage_power_nw=56.11
export IMPL_power_switching_mw=1.932
export IMPL_final_cell_mix="4104 x edfxtp_1, 924 x mux4_2, 558 x nor2_1"
export IMPL_p_seq_share_pct=52.7
export IMPL_fin_setup_tns_ns=0
export IMPL_ys_flops=4104
export IMPL_grt_max_degree=161
export IMPL_rsz0062_at_grt="no"
export IMPL_gp_congestion=0.9435
export IMPL_holdCritPathClass="flop to flop"
export IMPL_dp_hpwl_mm=287.4
export IMPL_syn_area_per_cell_sq_um=21.05
-- cell usage after synthesis, drive strengths merged, types with 28 or more instances --
cell type | n | area (sq um)
o22ai | 114 | 713.2
nand2 | 211 | 792.0
a21oi | 94 | 470.5
nand3 | 58 | 290.3
nand4 | 122 | 763.2
mux4 | 924 | 20810
edfxtp | 4104 | 123200
buf | 235 | 1600
o21ai | 66 | 330.3
nor2 | 559 | 2098
a221oi | 28 | 245.2
mux2 | 74 | 833.3
clkbuf | 246 | 923.4
mux2i | 275 | 2753
a22oi | 128 | 960.9
-- registers in the layout (all words and copies together) (netlist names) --
name,cells
sram512x8.memory,4096
sram512x8.Q,8
-- final timing paths --
| path | start | to | slack, ns | depth (start not counted) |
|---|---|---|---|---|
| worst max-delay path | A[0] | sram512x8.memory[305][7]$_DFFE_PP_ | 26.00 | 16 |
| worst min-delay path | sram512x8.memory[250][2]$_DFFE_PP_ | sram512x8.Q[2]$_DFFE_PN_ | 1.06 | 5 |
| worst max register to register | sram512x8.memory[302][1]$_DFFE_PP_ | sram512x8.memory[324][1]$_DFFE_PP_ | 35.72 | 11 |
| worst min register to register | sram512x8.memory[250][2]$_DFFE_PP_ | sram512x8.Q[2]$_DFFE_PN_ | 1.06 | 5 |
-- critical path, stage by stage --
cell	delay (ns)
buf_16	0.29
buf_4	0.58
buf_12	0.47
buf_4	0.53
buf_4	0.61
buf_4	0.55
mux4_2	0.32
nand2_1	0.17
and4_1	0.26
a311oi_2	0.83
buf_4	0.25
nor3_1	0.07
a31oi_4	0.34
buf_4	0.65
buf_4	0.78
buf_4	0.76
-- layer usage --
metal  share of wire, %  track usage [%]  up-vias
met4                4.5            10.67       40
met5               0.24            2.395        -
met3                 20            27.10      867
met2                 46            44.15     5652
li1                   -                -    32640
met1                 30            40.59    40550
-- metrics by stage --
step	util (%)	instances	power, mW	hold WS [ns]	setup slack (ns)
finish	56.95	12530	8.828	1.060	26.00
global route	56.93	12510	9.061	1.124	25.49
CTS	56.93	12510	8.872	1.040	26.02
detailed placement	52.67	11760	5.250	1.023	25.04
global placement	52.67	11760	5.238	1.018	24.62
floorplan	-	7571	5.173	0.8236	12.90
-- power groups by stage --
stage	logic, mW	clock network (mW)	registers, mW
final	0.511	3.66	4.65
after global routing	0.544	3.87	4.65
after CTS	0.510	3.71	4.65
-- cell type report --
cell class	instances	area [sq um]	area share, %
Sequential cell	4104	123200	68.48
Multi-Input combinational cell	2979	33940	18.86
Clock buffer	495	10790	5.997
Tap cell	4160	5205	2.892
Timing Repair Buffer	507	4029	2.239
Clock inverter	259	2654	1.475
Antenna cell	22	55.05	0.03059
Inverter	7	36.28	0.02016
-- kinds of logic after synthesis --
group	Yosys count	share of synthesized area, %
compound gates	601	2.610
buf+inv	488	1.600
flops	4104	77.33
mux	1273	15.31
simple gates	1105	3.154
Power is estimated from default activity; no workload was simulated.
